### /design/flow/design.v
module sample_offset(
    input        clk_50mhz,
                 reset,
    input        activate,  
    output       done = 0,     
    input        tx_active,
    output [7:0] tx_data,
    output       tx_start = 0,
    input  [SAMPLE_DEPTH-1:0] offset
);
    parameter SAMPLE_DEPTH = 8;
    reg [22:0] sleep_counter;   
    reg [4:0] getter_state;
    parameter ST_IDLE = 0;
    parameter ST_SEND1 = 1;
    parameter ST_WAIT1 = 2;
    parameter ST_SEND2 = 3;
    parameter ST_WAIT2 = 4;
    parameter ST_SEND3 = 5;
    parameter ST_WAIT3 = 6;
    parameter ST_SEND4 = 7;
    parameter ST_WAIT4 = 8;
    parameter ST_CLEAR = 9;
    always @(posedge clk_50mhz)
        begin
            case (getter_state)
                ST_IDLE: begin
                    done = 0;
                    tx_start = 0;
                    if (activate) begin
                        tx_data = ( offset & 32'hff000000 ) >> 24;
                        getter_state = ST_SEND1;
                        tx_start = 1;
                    end
                end
                ST_SEND1: begin
                    getter_state = ST_WAIT1;
                end
                ST_WAIT1: begin
                    if (~tx_active) begin
                        tx_start = 0;
                        tx_data  = ( offset & 32'h00ff0000 ) >> 16;
                        getter_state = ST_SEND2;
                        tx_start = 1;
                    end
                end
                ST_SEND2: begin
                    getter_state = ST_WAIT2;
                end
                ST_WAIT2: begin
                    if (~tx_active)begin
                        tx_start = 0;
                        tx_data  = ( offset & 32'h0000ff00 ) >> 8;
                        getter_state = ST_SEND3;
                        tx_start = 1;
                    end
                end
                ST_SEND3: begin
                    getter_state = ST_WAIT3;
                end
                ST_WAIT3: begin
                    if (~tx_active) begin
                        tx_start = 0;
                        tx_data  = offset & 32'h000000ff;
                        tx_start = 1;
                        getter_state = ST_SEND4;
                    end
                end
                ST_SEND4: getter_state = ST_WAIT4;
                ST_WAIT4: if (~tx_active) getter_state = ST_CLEAR;
                ST_CLEAR: begin
                    done = 1;
                    if (~activate)
                        getter_state = ST_IDLE;
                end
                default:
                    getter_state = ST_IDLE;
            endcase
        end
endmodule
### /design/flow/run.sh
#!/bin/bash
# OpenROAD 26Q1-2900-gdf79404cd8, Yosys 0.63+post, stock flow scripts
make -C /OpenROAD-flow-scripts/flow DESIGN_CONFIG=/design/flow/config.mk WORK_HOME=/design/flow/orfs finish
### /design/flow/config.mk
export PLATFORM = sky130hd
export DESIGN_NAME = sample_offset
export DESIGN_NICKNAME = sample_offset
export VERILOG_FILES = /design/flow/design.v
export SDC_FILE = /design/flow/constraint.sdc
export NUM_CORES = 4
export LEC_CHECK = 1
export CORE_AREA = 10 10 73 73
export DIE_AREA = 0 0 83 83
### /design/flow/constraint.sdc
current_design sample_offset

set clk_period 2.2
set clk_io_pct 0.2

create_clock -name clk0 -period $clk_period [get_ports {clk_50mhz}]

set non_clock_inputs [all_inputs -no_clocks]
set_input_delay [expr $clk_period * $clk_io_pct] -clock clk0 $non_clock_inputs
set_output_delay [expr $clk_period * $clk_io_pct] -clock clk0 [all_outputs]
==> results_slide.txt <==
Synthesis and Place & Route Summary

Die
  • Init Core Util: 0.160
  • Core box area: 0.00374 mm²
  • Die area: 0.00689 mm²
  • Number of I/O pins: 22
  • Horiz. Die Dim: 83 µm
  • Num rows: 22
  • Die height: 83 µm

Timing
  • Clock skew: 0.00135 ns
  • Final setup vio count: 0
  • Period utilization: 0.762
  • Slew Limit Fails: 0
  • Final hold vios: 0
  • Setup_tns: 0 ns
  • WHS: 0.677 ns
  • Unrepaired setup endpoints after global routing: false
  • Fin crit period: 1.68 ns
  • Fmax achieved: 597 MHz
  • Setup WS post-layout: 0.524 ns

Clocking
  • Hold-fix buffers, CTS: 0
  • Clock Path Buffers: 2
  • Root buffer cell: clkbuf_8
  • CTS Sinks: 12
  • Cts repair resizes: 0
  • TritonCTS clock tree: done
  • Post CTS Setup Buffer Count: 0
  • H-tree depth: 1
  • Num CTS Buffers: 3
  • Clock slew at reported path FFs: 0.05 ns
  • Clock latency (worst-skew pair): 0.23 ns

Cells and area
  • Fillcell total: 409
  • Most instantiated logic cell after routing: clkdlybuf4s50_1
  • Most frequent cells in the layout: clkdlybuf4s50_1 (18), edfxtp_1 (12), and2_1 (8)
  • Share of cells above drive strength 1: 0.0938
  • Area growth syn-to-layout: 43.4%

Synthesis
  • Syn Area/Cell: 13.3 µm²
  • Area reported by Yosys stat: 599 µm²
  • Synthesized area: 599 µm²
  • Yosys cell count: 45
  • Yosys cell types: 19
  • Cell count after synthesis: 45
  • Area leader, netlist: edfxtp_1
  • Synth top area cells: edfxtp_1 (60%), and2_1 (8.4%), a2111oi_4 (4.6%)
  • Yosys warning count: 15
  • Register area share after synthesis: 0.601
  • Top cell area share: 0.601
  • Flops & latches, synth: 12

Place
  • Final Wtd Congestion: 0.765
  • Dpl ws: 0.318 ns
  • Hpwl dp: 957 µm
  • Port-buffer cells: 18

Power
  • Sw Ratio: 0.296
  • Maximum VDD drop: 0.502 mV
  • Power share of the clock group: 0.189
  • Logic pwr share: 0.352
  • Leakage power: 0.295 nW
  • Sequential group share of total power: 0.459
  • NetSw: 0.000305 W
  • Internal power consumption: 0.000723 W
  • Pwr Density: 1200 mW/mm²

Setup path
  • R2R cell count: 3
  • Crit Path Max Fanout: 8
  • CP Capture Type: flop
  • Setup crit start kind: flop
  • RR Startpoint: getter_state[1]
  • FF-to-FF setup slack: 0.52 ns
  • Crit path arrival time: 1.62 ns
  • Crit Path Category: reg -> reg
  • Reg-to-Reg End: tx_data[1]
  • CP required: 2.14 ns

Detailed routing
  • Wirelength per Cell: 9.98 µm
  • Length of routed met3 wiring: 111 µm
  • Vias per inst: 3.38
  • Final WL: 1120 µm
  • First DRT Iteration DRCs: 11
  • WL met2: 585 µm
  • DRC Markers: 0
  • Met1 WL: 412 µm
  • Via Count: 378
  • DR top layer: met4
  • First-pass DRT Iterations: 2
  • ANT cells: 0
  • Detail Route Antenna Nets: 0

Hold path
  • Min-Delay Path Depth: 2
  • Hold EP: getter_state[1]
  • HP Start: getter_state[1]
  • HP Class: reg -> reg

Job
  • Tool warning count: 26
  • MaxCap Viol Count: 0

GRT
  • GRT Total Usage: 0.0304
  • Number of global-route vias before repair: 368
  • Initial antenna violation count: 0
  • Total grt overflow: 0
  • First-pass GRT wire length: 1700 µm
  • Largest net degree at the start of global routing: 10

Run status
  • Status: completed
worst max-delay path: stages, from the launching register on:
cell	delay [ns]
edfxtp_1	0.43
or2_1	0.35
a2111oi_4	0.38
buf_4	0.22
through the flow:
stage	cells	instance area, µm²	utilization	power (W)
after floorplan	46	603	-	0.000698
after global placement	108	815	0.218	0.000831
after detailed placement	108	815	0.218	0.000842
after CTS	112	860	0.230	0.00104
after global routing	112	860	0.230	0.00109
final	112	860	0.230	0.00103
cell usage after synthesis:
cell type  instances
a2111oi_4          1
a21oi_1            1
and2_1             8
buf_2              2
buf_4              2
buf_6              1
conb_1             1
edfxtp_1          12
inv_1              2
nand2_1            1
nand2b_1           2
nand3_1            1
nor2_1             4
nor4b_4            1
o21a_1             1
o221ai_1           1
o32ai_1            1
or2_1              1
xnor2_1            2
cell type report:
type,count,area (µm²),share of cell area
clock inverters,1,3.75,0.00437
well taps,48,60.1,0.0699
inverters,2,7.51,0.00873
multi-input cells,27,199,0.231
flip-flops and latches,12,360,0.419
clock buffers,3,41.3,0.0480
repair buffers,19,188,0.218
power by group through the flow:
stage	registers, W	clock network, W	logic, W
4_1_cts	0.000473	0.000200	0.000369
5_1_grt	0.000488	0.000210	0.000395
6_report	0.000472	0.000194	0.000362
metal layers:
layer  up-vias  global-route usage
met5         -                   0
met2        11              0.0559
met4         0             0.00154
li1        192                   -
met1       173              0.0276
met3         2              0.0217
worst max-delay path by stage:
stage              startpoint          to  slack, ns  cells after the start
CTS           getter_state[1]  tx_data[2]       0.51                      3
global route  getter_state[1]  tx_data[2]       0.45                      3
finish        getter_state[1]  tx_data[1]       0.52                      3
flip-flops by register name, summed over array words and instances (netlist names):
name,cells
tx_data,8
getter_state,4
logic make-up after synthesis:
group	count (synthesis)	share of synthesized area
buffers and inverters	7	0.0731
and+or+nand+nor	18	0.194
AOI/OAI and AO/OA	5	0.0960
xor gates and xnor gates	2	0.0292
DFF	12	0.601
other	1	0.00626
Power is estimated from default activity; no workload was simulated.
