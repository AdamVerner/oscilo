==> ./design.v <==
module divider(
    input        clk,
    input [15:0] count,
    output       out_clk
);
    reg [15:0] old_count;
    reg [16:0] counter = 0;
    reg        oclk = 1;
    reg        en_thr = 0;
    assign out_clk = en_thr ? clk: oclk;
    always @(posedge clk)
        begin
            if (count >= 1) begin
                en_thr = 0;
                counter = counter+1;
                if (counter == count) begin
                    counter = 0;
                    oclk = ~oclk;
                end
            end else
                en_thr = 1;
            if (old_count != count) begin
                counter = 0;
                oclk = 1;
            end
            old_count = count;
        end
endmodule
module sampler(
    input                     clk_50mhz,
                              reset,
    input                     activate,  
    output                    done = 0,     
    output                    adc_clk,
    input  [WIDTH-1:0]              adc_data,
    output                    mem_clk,
    output [WIDTH-1:0]              mem_data,
    output                    mem_we,
    output [SAMPLE_DEPTH-1:0] mem_addr,
    output [SAMPLE_DEPTH-1:0] offset,
    input                     trig,
    output                    trig_reset = 1,
    input                     force_trig,
    input                     rx_ready,
    input  [7:0]              rx_data,
    input                     tx_active,
    output                    tx_start = 0,
    output [7:0]              tx_data = 8'h55,
    input  [15:0]             clk_div
    );
    parameter SAMPLE_DEPTH = 8;  
    parameter WIDTH = 8;
    wire std_clk;
    divider std_clock_divider(
        .clk    (clk_50mhz),
        .count  (clk_div),
        .out_clk(std_clk)
    );
    wire [SAMPLE_DEPTH-1:0] remaining_samples;
    wire                    activate_adc_clk;
    wire                    activate_mem_clk;
    wire [3:0]              sampler_state;
    reg received;
    reg watch_trig = 0;
    reg [7:0] rec_data;
    always @(posedge rx_ready, negedge watch_trig) begin
        if (~watch_trig)
            received <= 0;
        else
        if (rx_ready) begin
            received <= 1;
            rec_data <= rx_data;
        end
    end
    parameter ST_IDLE = 0;
    parameter ST_SETUP = 1;
    parameter ST_ACQUIRE = 2;
    parameter ST_PRE_TRIG = 3;
    parameter ST_POST_TRIG = 4;
    parameter ST_SHIFT = 5;
    parameter ST_SIGNAL = 6;
    parameter ST_CLEAR = 7;
    assign adc_clk = std_clk && activate_adc_clk;
    assign mem_clk = std_clk && activate_mem_clk;
    always @(posedge std_clk)
        begin
            case (sampler_state)
                ST_IDLE:
                begin
                    done = 0;
                    if (activate)
                        sampler_state = ST_SETUP;
                 end
                ST_SETUP: begin
                    activate_adc_clk = 1;
                    activate_mem_clk = 1;
                    mem_we = 1;   
                    mem_addr = 0;   
                    sampler_state = ST_ACQUIRE;
                    remaining_samples = (1 << (SAMPLE_DEPTH-1))-1;  
                end
                ST_ACQUIRE: begin   
                    mem_addr = mem_addr + 1;
                    mem_data = adc_data;
                    trig_reset = 1;
                    if (mem_addr >= (1 << (SAMPLE_DEPTH - 1)) - 1)
                        sampler_state = ST_PRE_TRIG;
                end
                ST_PRE_TRIG: begin
                    trig_reset = 0;
                    mem_addr = mem_addr+1;
                    mem_data = adc_data;
                    watch_trig = 1;
                    if (trig || force_trig || (received && (rec_data == 8'h55)))
                        begin
                            sampler_state = ST_POST_TRIG;
                            offset = mem_addr;
                        end
                end
                ST_POST_TRIG:
                    begin
                        mem_addr = mem_addr+1;
                        mem_data = adc_data;
                        remaining_samples = remaining_samples-1;
                        if (remaining_samples == 0)
                            sampler_state = ST_SHIFT;
                    end
                ST_SHIFT:
                    sampler_state = ST_SIGNAL;
                ST_SIGNAL: begin
                    tx_data = 8'h55;
                    if (~tx_active) begin
                        tx_start = 1;
                        sampler_state = ST_CLEAR;
                    end
                end
                ST_CLEAR:
                    begin
                        activate_adc_clk = 0;
                        activate_mem_clk = 0;
                        mem_we = 0;   
                        done = 1;
                        tx_start = 0;
                        watch_trig = 0;
                        if (~activate && ~tx_active)
                            sampler_state = ST_IDLE;
                    end
                default:
                    sampler_state = ST_IDLE;
            endcase
        end
endmodule
==> ./run.sh <==
#!/bin/bash
# OpenROAD 26Q1-2900-gdf79404cd8, Yosys 0.63+post, stock flow scripts
make -C /OpenROAD-flow-scripts/flow DESIGN_CONFIG=/design/flow/config.mk WORK_HOME=/design/flow/orfs finish
==> ./config.mk <==
export PLATFORM = sky130hd
export DESIGN_NAME = sampler
export DESIGN_NICKNAME = sampler
export VERILOG_FILES = /design/flow/design.v
export SDC_FILE = /design/flow/constraint.sdc
export NUM_CORES = 4
export LEC_CHECK = 1
export CORE_UTILIZATION = 50
==> ./constraint.sdc <==
current_design sampler

set clk_period 7.9
set clk_io_pct 0.2

create_clock -name clk0 -period $clk_period [get_ports {clk_50mhz}]
create_clock -name clk1 -period $clk_period [get_ports {rx_ready}]

set non_clock_inputs [all_inputs -no_clocks]
set_input_delay [expr $clk_period * $clk_io_pct] -clock clk0 $non_clock_inputs
set_output_delay [expr $clk_period * $clk_io_pct] -clock clk0 [all_outputs]
==> results.toml <==
# physical design summary
[run]
cap_violations = 0
tool_warnings = 35

[run_status]
violations = "negative hold slack"
status = "finished, violations left"

[synthesis]
ys_cells = 357
edf_count = 45
syn_inst = 357
ys.flops = 81
ys_area_mm2 = 0.004048
synth.distinct_cells = 47
syn_area_mm2 = 0.004048
async_reset_ff_share_pct = 1.235
ff_type = "edfxtp_1"
synth_seq_share_pct = 51.31
avgSynthCellArea_um2 = 11.34
ys_warn_count = 34

[floorplanning]
fp.dieW_um = 91.98
ios = 77
dieArea_mm2 = 0.008459
rows = 32
initial_core_util_pct = 52.11
chipHeight_um = 91.98
core_mm2 = 0.007767

[detailed_routing]
drc = 0
routed_wl_um = 8063
drtPass1Iterations = 4
wl_per_cell_um = 14.48
drt_iter0_drc = 89
routed.top_layer = "met4"
diodes = 0
routed-wl-met2_um = 3940
vias = 2873
dr_wl_met3_um = 516
drtAntennaViolNets = 0
wl_met1_um = 3351
drt-vias-per-instance = 5.158

[global_routing]
grt_overflow = 0
grt_pass1_vias = 2931
grt_max_degree = 20
grt_antenna_before_repair = 0
grt_usage_pct = 21.43
grt_pass1_wl_um = 13390

[critical_path]
cp_common_cell = "clkbuf_8"
end_kind = "primary output"
critPathKind = "clk -> out"
critical_path.top_delay_family = "buffers and inverters"
cp_slowest_stage_delay_ns = 0.39
worstPathCellList = "clkbuf_8, nand2_8, o21ai_4, clkbuf_8, clkbuf_8, clkbuf_8, clkbuf_8, clkbuf_8, clkbuf_8, clkbuf_8, clkbuf_8, clkbuf_8, clkbuf_8, and2_4, clkbuf_8, clkbuf_8, clkdlybuf4s50_1"
rr_endpoint = "std_clock_divider.oclk$_SDFFE_PP1P_"
crit_buf_inv = 14
cp.arrival_ns = 6.16
start_kind = "clock port"
reg2reg_depth = 8
timing.rr.start = "std_clock_divider.counter[0]$_SDFFE_PP0N_"
crit_required_ns = 6.32
r2r_slack_ns = 5.35
crit_fanout = 2
cp_num_cells = 17
crit_slowest_cell = "clkdlybuf4s50_1"

[pwr]
seqPwrFrac_pct = 41.7
p_clk_share_pct = 51.1
p_int_mw = 0.4504
p_leak_nw = 1.948
combPwrFrac_pct = 7.2
irDropWorstVdd_mv = 0.1234
total_power_mw = 0.5688
powerDensity_mw_per_mm2 = 107.0
p_sw_share_pct = 20.81
p_switching_mw = 0.1184

[cells_and_area]
final_cells = 557
layout-drive-gt1-share_pct = 15.38
fillers = 558
syn_to_final_growth_pct = 31.34
fin_area_mm2 = 0.005316
fin_util_pct = 68.44

[hold_path]
hold_path_depth = 4
min_path_type = "reg -> gate"
hold_start = "std_clock_divider.en_thr$_DFF_P_"

[cts]
cts_tree = "built"
path_clk_slew_ns = 0.06

[sta]
timing.final.ws_setup_ns = 0.1562
drv_slew = 0
tns_ns = 0
holdWs_ns = -0.3908
rsz0062_at_grt = "false"
max_slew_margin_pct = 48.63
skew_ns = 0.004707
finalHoldViolCount = 1
setup_viol = 0
tightestPinTransition_ns = 0.7650

[placed_design]
dp.cells = 511
dpl_worst_slack_ns = 0.8711
place_congestion = 0.8530
port_buffers = 63
post-dp-hpwl_um = 5358
placed_area_mm2 = 0.004695
-- routing by layer --
| layer | global-route usage (%) | vias to the layer above |
|---|---|---|
| met4 | 7.943 | 0 |
| met5 | 0 | - |
| met3 | 6.245 | 19 |
| li1 | - | 1419 |
| met1 | 30.33 | 1333 |
| met2 | 33.08 | 102 |
-- synth_stat cells (2+ instances only) --
cell,instances,area (um^2)
nor2_1,20,75.07
and4b_1,2,20.02
buf_4,16,120.1
conb_1,2,7.510
nor3_1,11,55.05
nand2_1,25,93.84
edfxtp_1,45,1351
nor4_4,2,42.54
mux2i_1,3,30.03
inv_1,14,52.55
or3_1,4,25.02
dfxtp_1,35,700.7
and3_1,4,25.02
nand4_4,2,42.54
nor3b_1,2,15.01
a311oi_1,2,17.52
and2_1,8,50.05
nor4_1,13,81.33
nor4_2,2,25.02
nand3_1,10,50.05
nor3_2,12,120.1
o21ai_0,6,30.03
clkbuf_1,4,15.01
xor2_1,36,315.3
nand4_1,9,56.30
buf_2,4,20.02
nand3_4,2,35.03
a21oi_1,3,15.01
ha_1,5,62.56
xnor2_1,37,324.1
-- how the worst max path moves through the flow --
stage | start | to | slack, ns
4_1_cts | clk_50mhz | mem_clk | 0.001
5_1_grt | clk_50mhz | mem_clk | 0.09
6_report | clk_50mhz | mem_clk | 0.16
-- kinds of logic after synthesis --
| family | share of synthesized area (%) |
|---|---|
| buf+inv | 5.904 |
| flops | 51.31 |
| compound gates | 2.875 |
| mux | 1.020 |
| simple gates | 21.36 |
| xor+xnor | 15.80 |
| other cells | 0.1855 |
| fa+ha+maj | 1.546 |
-- power groups by stage --
stage                 clock (mW)  sequential, mW  combinational [mW]
after CTS                  0.299           0.237              0.0415
after global routing       0.310           0.237              0.0450
final                      0.291           0.237              0.0410
-- placed cells by master, fill, tap and decap left out, types with 7 or more instances in the layout --
cell,synthesis,final
xor2_1,36,36
nand4_1,9,9
nand2_1,25,24
xnor2_1,37,37
nand3_1,10,10
nor2_1,20,20
edfxtp_1,45,45
and2_1,8,7
inv_1,14,14
clkbuf_8,0,36
nor3_1,11,11
dfxtp_1,35,35
nor3_2,12,12
clkdlybuf4s50_1,0,62
nor4_1,13,13
conb_1,2,12
-- sequential cells by signal, summed over array words and instances, names as in the netlist --
name,count
received,1
std_clock_divider.oclk,1
sampler_state,3
std_clock_divider.en_thr,1
activate_mem_clk,1
std_clock_divider.old_count,16
offset,8
std_clock_divider.counter,17
rec_data,8
mem_addr,8
remaining_samples,8
mem_data,8
watch_trig,1
-- worst register-to-register path: cells and delay by family (launching register included) --
kind / cells / cell delay (ns)
mux: 1 / 0.22
buf+inv: 1 / 0.29
flops: 1 / 0.46
simple gates: 4 / 1.06
xor+xnor: 1 / 0.11
fa+ha+maj: 1 / 0.34
-- cell type report --
class | instances | area [um^2] | area share (%)
repair buffers | 70 | 688.2 | 12.94
multi-input cells | 246 | 1799 | 33.84
inverters | 14 | 52.55 | 0.9885
clock buffers | 40 | 525.5 | 9.885
well taps | 102 | 127.6 | 2.401
clock inverters | 4 | 46.29 | 0.8708
flip-flops and latches | 81 | 2077 | 39.07
-- repair_timing --
action | in CTS | in global routing
endpoints found under the setup margin | 2 | 1
pin swaps | 0 | 0
gates cloned | 0 | 0
resized | 8 | 0
endpoints found under the hold margin | 1 | 1
setup buffers | 1 | 0
Power figures rest on the tool's default switching activity, not on a simulated workload.
